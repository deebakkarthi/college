## /design/flow/design.v

```verilog
module hs (a,b,d,c);
input a, b;
output d, c;
wire a_bar;
not(a_bar,a);
xor(d,a,b);
and(c,a_bar,b);
endmodule
module fs (a,b,bin,d,bout);
input a, b, bin;
output d, bout;
wire hs1_diff;
wire hs1_borrow;
wire hs2_borrow;
hs hs1 (a,b,hs1_diff,hs1_borrow);
hs hs2 (hs1_diff, bin, d, hs2_borrow);
or(bout,hs1_borrow, hs2_borrow);
endmodule
module rcs (a,b,o);
input [7:0] a;
input [7:0] b;
output [7:0] o;
wire [8:0] c;
fs fs1(a[0],b[0],1'b0,o[0],c[1]);
fs fs2(a[1],b[1],c[1],o[1],c[2]);
fs fs3(a[2],b[2],c[2],o[2],c[3]);
fs fs4(a[3],b[3],c[3],o[3],c[4]);
fs fs5(a[4],b[4],c[4],o[4],c[5]);
fs fs6(a[5],b[5],c[5],o[5],c[6]);
fs fs7(a[6],b[6],c[6],o[6],c[7]);
fs fs8(a[7],b[7],c[7],o[7],c[8]);
endmodule
```

## /design/flow/run.sh

```bash
#!/bin/bash
# OpenROAD 26Q1-2900-gdf79404cd8, Yosys 0.63+post, stock flow scripts
make -C /OpenROAD-flow-scripts/flow DESIGN_CONFIG=/design/flow/config.mk WORK_HOME=/design/flow/orfs finish
```

## /design/flow/config.mk

```make
export PLATFORM = sky130hd
export DESIGN_NAME = rcs
export DESIGN_NICKNAME = rcs
export VERILOG_FILES = /design/flow/design.v
export SDC_FILE = /design/flow/constraint.sdc
export NUM_CORES = 4
export LEC_CHECK = 1
export CORE_AREA = 10 10 70 70
export DIE_AREA = 0 0 80 80
```

## /design/flow/constraint.sdc

```tcl
current_design rcs

set clk_period 6.4
set clk_io_pct 0.2

create_clock -name clk0 -period $clk_period

set non_clock_inputs [all_inputs -no_clocks]
set_input_delay [expr $clk_period * $clk_io_pct] -clock clk0 $non_clock_inputs
set_output_delay [expr $clk_period * $clk_io_pct] -clock clk0 [all_outputs]
```

==> GITHUB_STEP_SUMMARY <==
### Flow metrics

| Metric | Value |
|---|---|
| Outcome | complete, no violations |
| Worst slack, placed | 0.304 ns |
| DIE HEIGHT | 80 um |
| Distinct lib cells | 5 |
| Syn Std Cell Area | 273 um^2 |
| Max Freq | 165 MHz |
| Mapped Cells | 31 |
| Yosys top cell by area | fa_1 |
| # rows | 21 |
| DRT antenna net count | 0 |
| Final worst path period share | 94.7% |
| Clk_buf instances | 0 |
| Worst Slack Setup Final | 0.336 ns |
| Power share of the combinational group | 100.0% |
| Worst slew margin | 94.0% |
| Max-cap violation count | 0 |
| Worst IR drop on VDD | 0.0257 mV |
| CP max FO | 1 |
| Grt total ovfl | 0 |
| Drt first pass iters | 1 |
| DR iter-0 viols | 0 |
| Gr usage total | 2.02% |
| Hold Crit Start | a[0] |
| I/O pin count | 24 |
| Worst setup SP type | input pin |
| P_leak | 0.239 nW |
| CTS resizes | 0 |
| Final setup violation count | 0 |
| Yosys cell count | 31 |
| Clock share of power | 0% |
| Pins Over Slew Limit | 0 |
| Die width | 80 um |
| CP startpoint | a[0] |
| Part of the power in registers | 0% |
| Hold Path End | o[0] |
| RePlAce Congestion | 0.774 |
| Setup TNS Final | 0 ns |
| Placed Cells | 93 |
| Power Total | 0.0404 mW |
| Crit path kind | input pin to output port |
| Vias in the first global route | 226 |
| Worst Hold Slack | 3.57 ns |
| Switching Fraction | 26.1% |
| WL final | 697 um |
| Pin count of the biggest net entering global routing | 2 |
| Via density per instance | 2.31 |
| HPWL Detailed | 703 um |
| Ratio of cells with drive above 1 in the final layout | 0% |
| Hold-fix buffers at CTS | 0 |
| Worst setup EP type | output port |
| Core region area | 3420 um^2 |
| Sequential share of the synthesized area | 0% |
| Total internal power | 0.0298 mW |
| Slew @ Worst Pin | 0.0891 ns |
| Top-area cell share | 44.0% |
| Final Hold Fails | 0 |
| Port bufs | 24 |
| OpenROAD warnings | 35 |
| Post-CTS setup buffers | 0 |
| Num sequential | 0 |
| HP Class | input pin to output port |
| First-pass GRT wire length | 1020 um |
| Routed wire per std cell | 7.49 um |
| NetSw | 0.0105 mW |
| Most numerous logic cell after layout | clkdlybuf4s50_1 |
| Worst Hold Depth | 5 |
| Die area | 6400 um^2 |
| Register area | 0 um^2 |
| DRC | 0 |
| CP Data Required Time | 5.12 ns |
| Largest cells by area after synthesis | fa_1, buf_4, inv_1 |
| N_diodes | 0 |
| CP arrival | 4.78 ns |
| Yosys stat chip area | 273 um^2 |
| Cell Pwr Density | 79.1 nW/um^2 |
| Yosys Warn Count | 0 |
| Area Overhead vs Synth | 87.2% |
| Post-Syn Area per Cell | 8.80 um^2 |
| Top Layout Cells | clkdlybuf4s50_1, inv_1, fa_1 |
| Tmin final | 6.06 ns |
| Initial Utilization | 7.99% |
| Non-Filler Instances | 93 |
| Antenna violations before repair | 0 |
| RSZ-0062 raised after global routing | no |
| Vias | 215 |
[power groups by stage]
| stage | Clock, mW | Sequential [mW] | Combinational, mW |
|---|---|---|---|
| after global routing | 0 | 0 | 0.0458 |
| after CTS | 0 | 0 | 0.0418 |
| final | 0 | 0 | 0.0404 |
[cells by family after synthesis]
family,synth area share [%]
adder cells (fa/ha/maj),48.6
XOR/XNOR,8.71
buffers and inverters,42.7
[layer usage]
layer,track usage [%],part of all wire (%),vias up
met3,2.73,35,0
met2,2.41,26,23
li1,-,-,104
met4,0,0,0
met1,2.22,39,88
met5,0,0,-
[metrics by stage]
stage / cell area [um^2] / util (%)
after floorplan: 273 / -
after global placement: 510 / 14.9
after detailed placement: 510 / 14.9
after CTS: 510 / 14.9
after global routing: 510 / 14.9
final: 510 / 14.9
[critical path: stages]
cell	delay, ns
clkdlybuf4s50_1	0.45
inv_1	0.04
ha_1	0.18
inv_1	0.06
fa_1	0.15
inv_1	0.05
fa_1	0.37
fa_1	0.40
fa_1	0.39
fa_1	0.39
fa_1	0.37
xor3_1	0.20
clkdlybuf4s50_1	0.46
[cells in the mapped netlist]
master / count
xor3_1: 1
inv_1: 15
fa_1: 6
ha_1: 1
buf_4: 8
[worst max path at each step]
stage	end	slack, ns
4_1_cts	o[7]	0.30
5_1_grt	o[7]	0.19
6_report	o[7]	0.34
[layout make-up]
cell class | instances | area (um^2)
repair buffers | 24 | 240
multi-input cells | 8 | 156
well taps | 46 | 57.6
inverters | 15 | 56.3
fillers | 394 | 2910
Power figures rest on the tool's default switching activity, not on a simulated workload.
